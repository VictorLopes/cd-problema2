$ cat flow/run.sh
#!/bin/bash
# OpenROAD 26Q1-2900-gdf79404cd8, Yosys 0.63+post, stock flow scripts
make -C /OpenROAD-flow-scripts/flow DESIGN_CONFIG=/design/flow/config.mk WORK_HOME=/design/flow/orfs finish
$ cat flow/config.mk
export PLATFORM = sky130hd
export DESIGN_NAME = mux_01
export DESIGN_NICKNAME = mux_01
export VERILOG_FILES = /design/flow/design.v
export SDC_FILE = /design/flow/constraint.sdc
export NUM_CORES = 4
export LEC_CHECK = 1
export CORE_AREA = 10 10 70 70
export DIE_AREA = 0 0 80 80
$ cat flow/constraint.sdc
current_design mux_01

set clk_period 1.0
set clk_io_pct 0.2

create_clock -name clk0 -period $clk_period

set non_clock_inputs [all_inputs -no_clocks]
set_input_delay [expr $clk_period * $clk_io_pct] -clock clk0 $non_clock_inputs
set_output_delay [expr $clk_period * $clk_io_pct] -clock clk0 [all_outputs]
$ cat flow/design.v
module mux_01(
	input [11:0] seg0,
	input [11:0] seg1,
	input clk,
	output [11:0] seg_fin
	);
wire neg_clk;
not(neg_clk, clk);
wire [11:0]acao;
wire [11:0]temp;
and(acao[0], seg0[0], clk);
and(temp[0], seg1[0], neg_clk);
or(seg_fin[0], acao[0], temp[0]);
and(acao[1], seg0[1], clk);
and(temp[1], seg1[1], neg_clk);
or(seg_fin[1], acao[1], temp[1]);
and(acao[2], seg0[2], clk);
and(temp[2], seg1[2], neg_clk);
or(seg_fin[2], acao[2], temp[2]);
and(acao[3], seg0[3], clk);
and(temp[3], seg1[3], neg_clk);
or(seg_fin[3], acao[3], temp[3]);
and(acao[4], seg0[4], clk);
and(temp[4], seg1[4], neg_clk);
or(seg_fin[4], acao[4], temp[4]);
and(acao[5], seg0[5], clk);
and(temp[5], seg1[5], neg_clk);
or(seg_fin[5], acao[5], temp[5]);
and(acao[6], seg0[6], clk);
and(temp[6], seg1[6], neg_clk);
or(seg_fin[6], acao[6], temp[6]);
and(acao[7], seg0[7], clk);
and(temp[7], seg1[7], neg_clk);
or(seg_fin[7], acao[7], temp[7]);
and(acao[8], seg0[8], clk);
and(temp[8], seg1[8], neg_clk);
or(seg_fin[8], acao[8], temp[8]);
and(acao[9], seg0[9], clk);
and(temp[9], seg1[9], neg_clk);
or(seg_fin[9], acao[9], temp[9]);
and(acao[10], seg0[10], clk);
and(temp[10], seg1[10], neg_clk);
or(seg_fin[10], acao[10], temp[10]);
and(acao[11], seg0[11], clk);
and(temp[11], seg1[11], neg_clk);
or(seg_fin[11], acao[11], temp[11]);
endmodule
==> impl_metrics.toml <==
# yosys + openroad results
[status]
status = "finished with violations"
violations = "negative setup slack"

[layout]
logic_area_sq_um = 180
nFillCells = 402
syn_to_final_growth_pct = 262
nClkBuffers = 0
drive_gt1_share_pct = 56.4
regArea_sq_um = 0
ff_count = 0
final_area_sq_um = 666

[yosys]
ys_sh_xor_pct = 0
syn_area_sq_um = 184
synth_stat.cells = 13
synthTopCellsByArea = "mux2_4 (82%), mux2_2 (12%), buf_6 (6.1%)"
synth_seq_share_pct = 0
synth_cells = 13
yosysTopAreaCellShare_pct = 81.6
ys_sh_simple_pct = 0
ys_chip_area_sq_um = 184
synthAdderAreaFrac_pct = 0
logic_family = "multiplexers"
top_cell = "mux2_4"
ys_sh_aoi_pct = 0
synth.distinct_cells = 3
mux_share_pct = 93.9
top_cells_by_count = "mux2_4 (10), mux2_2 (2), buf_6 (1)"
syn_area_per_cell_sq_um = 14.1
synth_area_leader_cell = "mux2_4"
yosys_warnings = 0

[grt]
globalRouteMet2Util_pct = 4.33
gr-max-usage-layer = "met2"
use_met3_pct = 2.73
grt_pass1_vias = 332
grt_pass1_wl_microns = 1620
grt_usage_pct = 3.21
grt.overflow.total = 0
grt_antenna_before_repair = 0
grtUsageMet1_pct = 4.02
grt_max_degree = 7

[route]
drt_wl_total_microns = 1150
drc = 0
antenna_cells = 0
avgRoutedWirePerCell_microns = 11.4
avgViaCountPerCell = 2.84
drt_iter0_markers = 0
drtAntennaViolNets = 0
vias = 287
first_pass_iters = 1

[sta]
finalHoldViolations = 0
tightest_slew_ns = 0.0671
relSlewSlack_pct = 95.5
post-route-min-period_ns = 1.14
setup_ws_ns = -0.143
rsz0062_at_grt = "yes"
fin_crit_sh_pct = 114
setup_viol_count_final = 12
drv_slew = 0
max_freq_mhz = 875
finalSetupTns_ns = -0.996

[floorplan]
die_w_microns = 80
fp_util_pct = 5.38
core_area_sq_um = 3420
chipArea_sq_um = 6400
core.rowCount = 21
ioPinCount = 37
die_h_microns = 80

[placed_design]
gp_congestion = 0.690
place_ws_ns = -0.804
io_buffer_count = 37
place_area_sq_um = 616

[run]
warning_count = 34
max_cap_violations = 0

[power_and_ir_drop]
finalPower_uw = 249
p_clk_share_pct = 0
p_per_area_nw_per_um2 = 374
p_seq_share_pct = 0
switching_share_pct = 22.4
pwr-share-comb_pct = 100.0
switchingPower_uw = 55.8
p_leak_uw = 0.000342
irDropWorstVdd_mv = 0.139
power.internal_uw = 193

[worst_setup_path]
endpoint_kind = "output port"
critical_path_arrival_ns = 0.94
worst-path-max-fanout = 4
crit_type = "in -> out"
critPathLaunchType = "input port"
worst-endpoint-required_ns = 0.80

[hold_path]
worstHoldPathType = "in -> out"
==> placed cells by master, fill, tap and decap left out <==
cell type,count
mux2_4,12
buf_2,4
buf_8,3
dlygate4sd2_1,24
buf_6,10
buf_12,2
==> area by class of cell <==
class / instances / share of cell area [%]
repair buffers: 43 / 64.3
well taps: 46 / 8.65
multi-input cells: 12 / 27.1
==> per-stage QoR <==
| step | utilization, % | std cells | hold WS, ns |
|---|---|---|---|
| 2_1_floorplan | - | 13 | 0.498 |
| 3_3_place_gp | 18.0 | 97 | 1.44 |
| 3_5_place_dp | 18.0 | 97 | 1.44 |
| 4_1_cts | 18.8 | 101 | 0.803 |
| 5_1_grt | 19.5 | 101 | 0.815 |
| 6_report | 19.5 | 101 | 0.799 |
==> routing by layer <==
| layer | wire [microns] | part of all wire, % | vias to the layer above |
|---|---|---|---|
| met4 | 0 | 0 | 0 |
| li1 | - | - | 134 |
| met5 | 0 | 0 | - |
| met1 | 510 | 44 | 122 |
| met2 | 400 | 35 | 31 |
| met3 | 236 | 21 | 0 |
==> final timing paths <==
path,from,endpoint,slack (ns),depth (start not counted)
max,clk,seg_fin[10],-0.14,5
min,seg0[4],seg_fin[4],0.80,3
==> worst max-delay path: stages <==
cell and delay [ns]:
buf_8 0.10, buf_8 0.12, buf_12 0.12, mux2_4 0.29, buf_6 0.11
==> cell families after synthesis <==
logic type,count (synthesis)
buf+inv,1
mux,12
==> what timing repair did <==
action | CTS | global route
setup endpoints to repair | 12 | 12
pin swaps | 0 | 0
buffers inserted | 4 | 0
hold buffers | 0 | 0
gates resized | 80 | 5
==> power groups by stage <==
| stage | clock network [uW] | logic [uW] | registers [uW] |
|---|---|---|---|
| 4_1_cts | 0 | 240 | 0 |
| 5_1_grt | 0 | 268 | 0 |
| 6_report | 0 | 249 | 0 |
Power is estimated from default activity; no workload was simulated.
